==> flow/design.v <==
module uart_rx #(
  parameter int unsigned MAX_WIDTH            = 32,
  parameter int unsigned NUM_STOP_BITS        = 1,
  parameter int unsigned PARITY_MODE          = "NONE",
  parameter int unsigned DATA_WIDTH           = 8,
  parameter int unsigned MAX_DATA_WIDTH_COUNT = $clog2(DATA_WIDTH)
)(
  input  logic                  clk_i,
  input  logic                  rst_ni,
  input  logic [ MAX_WIDTH-1:0] baud_rate_i,
  input  logic  data_i,
  output logic [DATA_WIDTH-1:0] rx_data_o,
  output logic                  rx_parity_error_o,
  output logic                  rx_done_o
);
  logic [MAX_WIDTH-1:0] baud_counter_max;
  logic [MAX_WIDTH-1:0] baud_counter_reg;
  logic                 baud_counter_tick;
  logic [MAX_DATA_WIDTH_COUNT-1:0] data_counter_max;
  logic [MAX_DATA_WIDTH_COUNT-1:0] data_counter_reg;
  logic                            data_counter_tick;
  logic start_bit;
  logic [DATA_WIDTH-1:0] rx_data_reg;
  logic                  rx_parity_error_reg;
  typedef enum logic [2:0] {
    IDLE,
    START_BIT,
    SEND_DATA_BITS,
    PARITY_BITS,
    STOP_BITS2,
    STOP_BITS1
  } state_t;
  state_t current_state, next_state;
  assign baud_counter_max  = baud_rate_i - 1;
  assign baud_counter_tick = (baud_counter_reg == (baud_counter_max));
  assign data_counter_max  = DATA_WIDTH - 1;
  assign data_counter_tick = (data_counter_reg == data_counter_max);
  assign start_bit = (current_state == IDLE) && (data_i == 1'b0);
  assign rx_data_o         = rx_data_reg;
  assign rx_parity_error_o = rx_parity_error_reg;
  assign rx_done_o         = (current_state == STOP_BITS1) && baud_counter_tick;
  always_ff @(posedge clk_i or negedge rst_ni) begin
    if (!rst_ni) begin
      current_state <= IDLE;
    end else begin
      current_state <= next_state;
    end
  end
  always_comb begin
    next_state = current_state;
    case (current_state)
      IDLE: begin
        if (start_bit) begin
          next_state = START_BIT;
        end else begin
          next_state = current_state;
        end
      end
      START_BIT: begin
        if (baud_counter_tick) begin
          next_state = SEND_DATA_BITS;
        end else begin
          next_state = current_state;
        end
      end
      SEND_DATA_BITS: begin
        if (data_counter_tick & baud_counter_tick) begin
          if (PARITY_MODE != "NONE") begin
            next_state = PARITY_BITS;
          end else begin
            if (NUM_STOP_BITS == 2) begin
              next_state = STOP_BITS2;
            end else if (NUM_STOP_BITS == 1) begin
              next_state = STOP_BITS1;
            end else begin
              next_state = IDLE;
            end
          end
        end else begin
          next_state = current_state;
        end
      end
      PARITY_BITS: begin
        if (baud_counter_tick) begin
          if (NUM_STOP_BITS == 2) begin
            next_state = STOP_BITS2;
          end else if (NUM_STOP_BITS == 1) begin
            next_state = STOP_BITS1;
          end else begin
            next_state = IDLE;
          end
        end else begin
          next_state = current_state;
        end
      end
      STOP_BITS2: begin
        if (baud_counter_tick) begin
          next_state = STOP_BITS1;
        end else begin
          next_state = current_state;
        end
      end
      STOP_BITS1: begin
        if (baud_counter_tick) begin
          next_state = IDLE;
        end else begin
          next_state = current_state;
        end
      end
      default: begin
        next_state = IDLE;
      end
    endcase
  end
  always_ff @(posedge clk_i or negedge rst_ni) begin
    if (!rst_ni) begin
      data_counter_reg <= '0;
    end else if (current_state == SEND_DATA_BITS) begin
      if (baud_counter_tick) begin
        data_counter_reg <= data_counter_reg + 1;
      end else begin
        data_counter_reg <= data_counter_reg;
      end
    end else begin
      data_counter_reg <= '0;
    end
  end
  always_ff @(posedge clk_i or negedge rst_ni) begin
    if (!rst_ni) begin
      baud_counter_reg <= '0;
    end else if (baud_counter_tick) begin
      baud_counter_reg <= '0;
    end else begin
      baud_counter_reg <= baud_counter_reg + 1;
    end
  end
  always_ff @(posedge clk_i or negedge rst_ni) begin
    if (!rst_ni) begin
      rx_data_reg <= '0;
    end else begin
      if (current_state == START_BIT) begin
        rx_data_reg <= '0;
      end else if (current_state == SEND_DATA_BITS) begin
        if (baud_counter_tick) begin
          rx_data_reg[data_counter_reg] <= data_i;
        end else begin
          rx_data_reg <= rx_data_reg;
        end
      end else begin
        rx_data_reg <= rx_data_reg;
      end
    end
  end
  always_ff @(posedge clk_i or negedge rst_ni) begin
    if (!rst_ni) begin
      rx_parity_error_reg <= 1'b0;
    end else begin
      if (current_state == START_BIT) begin
        rx_parity_error_reg <= 1'b0;
      end else if (current_state == PARITY_BITS) begin
        if (baud_counter_tick) begin
          rx_parity_error_reg <= ^{data_i, rx_data_reg};
        end else begin
          rx_parity_error_reg <= rx_parity_error_reg;
        end
      end else begin
        rx_parity_error_reg <= rx_parity_error_reg;
      end
    end
  end
endmodule
==> flow/run.sh <==
#!/bin/bash
# OpenROAD 26Q1-2900-gdf79404cd8, Yosys 0.63+post, stock flow scripts
make -C /OpenROAD-flow-scripts/flow DESIGN_CONFIG=/design/flow/config.mk WORK_HOME=/design/flow/orfs finish
==> flow/config.mk <==
export PLATFORM = sky130hd
export DESIGN_NAME = uart_rx
export DESIGN_NICKNAME = uart_rx
export VERILOG_FILES = /design/flow/design.v
export SDC_FILE = /design/flow/constraint.sdc
export NUM_CORES = 4
export LEC_CHECK = 1
export CORE_UTILIZATION = 30
==> flow/constraint.sdc <==
current_design uart_rx

set clk_period 20.1
set clk_io_pct 0.2

create_clock -name clk0 -period $clk_period [get_ports {clk_i}]

set non_clock_inputs [all_inputs -no_clocks]
set_input_delay [expr $clk_period * $clk_io_pct] -clock clk0 $non_clock_inputs
set_output_delay [expr $clk_period * $clk_io_pct] -clock clk0 [all_outputs]
==> impl_metrics.json <==
{
  "result_of_the_run": "finished clean",
  "flop_cell": "sky130_fd_sc_hd__dfrtp_1",
  "ys_seq_frac": 0.299,
  "placer_s_final_routability_congestion_estimate": 0.910,
  "timing.fmax_mhz": 84.7,
  "dp.final_hpwl_um": 7330,
  "yosysTopAreaCell": "sky130_fd_sc_hd__dfrtp_1",
  "fin_cells": 665,
  "detailedRoute.firstIterationViolations": 161,
  "endpoints_failing_hold": 0,
  "most_frequently_placed_logic_cell_in_the_final_layout": "sky130_fd_sc_hd__dfrtp_1",
  "post_cts_buffers": 0,
  "numPlacedInstances": 657,
  "cts_made_buffers": 5,
  "clock_share_of_power": 0.420,
  "dieWidth_um": 117,
  "flow.area_growth_from_synthesis_pct": 17.9,
  "clock_tree.root_cell": "sky130_fd_sc_hd__clkbuf_16",
  "totalPowerFinal_mw": 0.207,
  "groute.usage.overall": 0.152,
  "layout.area.comb_um2": 2630,
  "post_synth.cell_area_avg_um2": 8.67,
  "yosysCellCount": 455,
  "reg_to_reg_end": "current_state[0]$_DFF_PN1_",
  "most-common-layout-cells": "sky130_fd_sc_hd__dfrtp_1 (46), sky130_fd_sc_hd__clkdlybuf4s50_1 (42), sky130_fd_sc_hd__xnor2_1 (40)",
  "setup.reg_to_reg.worst_slack_ns": 16.72,
  "cts_repair_resize_count": 0,
  "grt_first_pass_wirelength_um": 15900,
  "core_area_um2": 12700,
  "clockBufferDepth": 2,
  "largest_voltage_drop_on_the_vdd_net_mv": 0.0339,
  "worst_slew_pin_slew_ns": 0.869,
  "worstSetupStartpointType": "primary input",
  "crit_arrival_ns": 7.79,
  "finalSetupTns_ns": 0,
  "die.size.y_um": 117,
  "synth_flops": 47,
  "rsz0062_at_grt": "false",
  "cts.reportedPaths.clkPinSlew_ns": 0.07,
  "fraction_of_final_layout_cells_with_drive_strength_greater_than_1": 0.130,
  "final_util": 0.366,
  "synth.yosys.chip_area_um2": 3940,
  "net-switching-power_mw": 0.0503,
  "finalMaxSlewViolations": 0,
  "grt_pass1_vias": 3134,
  "detail_route.drc_violations": 0,
  "critical_path.cell_chain": "clkdlybuf4s50_1 > nor4_2 > a21oi_1 > nor4b_1 > o2111ai_1 > or4_1 > or3b_4 > nor4_4 > and2_1 > clkdlybuf4s50_1",
  "dieArea_um2": 13600,
  "grt.overflow.total": 0,
  "floorplan.io_pins": 45,
  "slew-limit-headroom": 0.415,
  "worst_hold_path.endpoint": "current_state[2]$_DFF_PN0_",
  "worstHoldPathType": "flip-flop to flip-flop",
  "worst_skew_pair.late_latency_ns": 0.29,
  "tritoncts_num_sinks": 47,
  "log.warning_count": 29,
  "postLayoutSetupSlackWorst_ns": 8.29,
  "delay_contributed_by_the_slowest_stage_of_the_critical_path_ns": 0.57,
  "switching_share": 0.243,
  "synthArstFlopShare": 1.00,
  "post-place-ws_ns": 8.30,
  "cells_after_synth": 455,
  "final-seq-area_um2": 1180,
  "reg2reg_depth": 9,
  "enable_flop_cells": 0,
  "crit_path_end_kind": "primary output",
  "critical-path-top-cell-by-count": "sky130_fd_sc_hd__clkdlybuf4s50_1",
  "htreeDepth": 2,
  "grt_max_degree": 48,
  "routed_via_density": 5.08,
  "num_rows": 41,
  "ant_nets": 0,
  "drt_pre_antenna_iters": 4,
  "cp_slowest_cell": "sky130_fd_sc_hd__nor4_2",
  "required_ns": 16.08,
  "largest_reg_flops": 32,
  "yosys-top-cells-area": "sky130_fd_sc_hd__dfrtp_1 (29%), sky130_fd_sc_hd__xnor2_1 (8.9%), sky130_fd_sc_hd__xor2_1 (6.9%), sky130_fd_sc_hd__nor2_2 (4.9%), sky130_fd_sc_hd__nand2_1 (3.5%)",
  "max_cap_viol_count": 0,
  "worstPathMaxFanout": 6,
  "hold_buffers": 0,
  "synthesis.area_um2": 3940,
  "grt_antenna_before_repair": 0,
  "comb_power_share": 0.123,
  "worstReg2RegStart": "baud_counter_reg[2]$_DFF_PN0_",
  "synth.yosys.warnings": 1,
  "setup_viol": 0,
  "yosys_top_cell_area_share": 0.292,
  "port-buffer-count": 43,
  "fp_util": 0.310,
  "final_period_minus_worst_setup_slack_ns": 11.81,
  "yosys.cell_types.count": 75,
  "wirelength_um": 9510,
  "number_of_cells_traversed_by_the_worst_hold_path": 2,
  "portion_of_the_clock_cycle_consumed_by_the_worst_path_in_the_final_layout": 0.587,
  "tritoncts": "yes",
  "route.vias.total": 3380,
  "startpoint": "baud_rate_i[2]",
  "seq_power_share": 0.457,
  "diodes": 0,
  "avgRoutedWirePerCell_um": 14.3,
  "min_from": "current_state[0]$_DFF_PN1_",
  "worstSetupPathType": "primary input to primary output",
  "power.static_leakage_nw": 1.71,
  "intPower_mw": 0.156,
  "powerDensity_nw_per_um2": 44.5,
  "fin_skew_ns": 0.00544,
  "n_fill_cell": 1316
}
[power by group through the flow]
| stage | Sequential [mW] | Clock, mW | Combinational [mW] |
|---|---|---|---|
| CTS | 0.0945 | 0.0895 | 0.0258 |
| global route | 0.0945 | 0.0926 | 0.0280 |
| finish | 0.0946 | 0.0868 | 0.0254 |
[worst max-delay path, delay by kind of cell]
| family | cells | cell delay (ns) |
|---|---|---|
| AND/OR/NAND/NOR | 6 | 2.45 |
| buffers and inverters | 2 | 1.00 |
| AND-OR/OR-AND | 2 | 0.32 |
[layout make-up]
class	instances	share of cell area
Tap cell	172	0.0463
Clock buffer	7	0.0307
Clock inverter	1	0.00188
Inverter	10	0.00807
Multi-Input combinational cell	383	0.565
Timing Repair Buffer	45	0.0947
Sequential cell	47	0.253
[cells by family (layout without fill, tap and decap cells)]
logic type	after synthesis	count (layout)	synth area share
adder cells (fa/ha/maj)	8	8	0.0254
other	1	1	0.000951
XOR/XNOR	72	72	0.163
multiplexers	7	7	0.0184
flip-flops	47	47	0.299
AND-OR/OR-AND	65	65	0.122
buffers and inverters	25	63	0.0349
AND/OR/NAND/NOR	230	230	0.337
[cell usage after synthesis, types with 4 or more instances]
cell and n:
sky130_fd_sc_hd__a21oi_1 9, sky130_fd_sc_hd__buf_6 5, sky130_fd_sc_hd__clkbuf_1 7, sky130_fd_sc_hd__nand3_1 18, sky130_fd_sc_hd__nand2_1 37, sky130_fd_sc_hd__or4_1 5, sky130_fd_sc_hd__and3_1 12, sky130_fd_sc_hd__or2_2 5
sky130_fd_sc_hd__nor2b_1 9, sky130_fd_sc_hd__nor2_2 31, sky130_fd_sc_hd__ha_1 8, sky130_fd_sc_hd__xor2_1 31, sky130_fd_sc_hd__nor2_1 31, sky130_fd_sc_hd__nor4_1 13, sky130_fd_sc_hd__xnor2_1 40, sky130_fd_sc_hd__nand2b_1 7
sky130_fd_sc_hd__nor3_1 17, sky130_fd_sc_hd__o22ai_1 4, sky130_fd_sc_hd__o21ai_0 13, sky130_fd_sc_hd__or3_1 4, sky130_fd_sc_hd__dfrtp_1 46, sky130_fd_sc_hd__mux2i_1 5, sky130_fd_sc_hd__o211ai_1 7, sky130_fd_sc_hd__nand4_1 11
sky130_fd_sc_hd__inv_1 10
[how the worst max path moves through the flow]
stage | to | depth (start not counted)
6_report | rx_done_o | 10
5_1_grt | rx_done_o | 12
4_1_cts | rx_done_o | 10
[stage by stage]
step | hold WS [ns] | cell area [µm²]
2_1_floorplan | 0.475 | 3940
3_3_place_gp | 0.504 | 4500
3_5_place_dp | 0.503 | 4500
4_1_cts | 0.512 | 4650
5_1_grt | 0.544 | 4650
6_report | 0.506 | 4650
[layer usage]
| metal | track usage | up-vias | wire, µm |
|---|---|---|---|
| met1 | 0.235 | 1591 | 4740 |
| met4 | 0.0177 | 0 | 109 |
| met5 | 0 | - | 0 |
| li1 | - | 1715 | - |
| met3 | 0.0248 | 9 | 555 |
| met2 | 0.232 | 65 | 4100 |
