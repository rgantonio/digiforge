===== ./design.v =====
module mac_array #(
  parameter int unsigned DATA_WIDTH = 16,
  parameter int unsigned RESET_VAL  = 0,
  parameter int unsigned M_ROWS     = 4,
  parameter int unsigned N_COLS     = 4,
  parameter int unsigned PE_COUNT   = M_ROWS * N_COLS
)(
  input  logic                                clk_i,
  input  logic                                rst_ni,
  input  logic [  M_ROWS-1:0][DATA_WIDTH-1:0] array_a_i,
  input  logic [  N_COLS-1:0][DATA_WIDTH-1:0] array_b_i,
  input  logic                                feed_a_valid_i,
  input  logic                                feed_b_valid_i,
  input  logic                                a_clr_i,
  input  logic                                b_clr_i,
  input  logic                                acc_clr_i,
  output logic [PE_COUNT-1:0][DATA_WIDTH-1:0] array_out_o
);
  logic [M_ROWS-1:0][N_COLS-1:0][DATA_WIDTH-1:0] acc_out;
  logic [M_ROWS-1:0][N_COLS-1:0][DATA_WIDTH-1:0] a_reg;
  logic [M_ROWS-1:0][N_COLS-1:0][DATA_WIDTH-1:0] b_reg;
  genvar i, j;
  generate
    for (i = 0; i < M_ROWS; i++) begin : array_row
      for (j = 0; j < N_COLS; j++) begin : array_col
        if (i == 0 && j == 0) begin: first_pe
          mac_pe #(
            .DATA_WIDTH ( DATA_WIDTH     ),
            .RESET_VAL  ( RESET_VAL      )
          ) i_mac_pe (
            .clk_i      ( clk_i          ),
            .rst_ni     ( rst_ni         ),
            .a_i        ( array_a_i[i]   ),
            .b_i        ( array_b_i[j]   ),
            .a_valid_i  ( feed_a_valid_i ),
            .b_valid_i  ( feed_b_valid_i ),
            .a_clr_i    ( a_clr_i        ),
            .b_clr_i    ( b_clr_i        ),
            .acc_clr_i  ( acc_clr_i      ),
            .a_reg_o    ( a_reg  [i][j]  ),
            .b_reg_o    ( b_reg  [i][j]  ),
            .acc_o      ( acc_out[i][j]  )
          );
        end else if (i==0) begin: first_row
          mac_pe #(
            .DATA_WIDTH ( DATA_WIDTH     ),
            .RESET_VAL  ( RESET_VAL      )
          ) i_mac_pe (
            .clk_i      ( clk_i          ),
            .rst_ni     ( rst_ni         ),
            .a_i        ( a_reg[i][j-1]  ),
            .b_i        ( array_b_i[j]   ),
            .a_valid_i  ( feed_a_valid_i ),
            .b_valid_i  ( feed_b_valid_i ),
            .a_clr_i    ( a_clr_i        ),
            .b_clr_i    ( b_clr_i        ),
            .acc_clr_i  ( acc_clr_i      ),
            .a_reg_o    ( a_reg  [i][j]  ),
            .b_reg_o    ( b_reg  [i][j]  ),
            .acc_o      ( acc_out[i][j]  )
          );
        end else if (j==0) begin: first_col
          mac_pe #(
            .DATA_WIDTH ( DATA_WIDTH     ),
            .RESET_VAL  ( RESET_VAL      )
          ) i_mac_pe (
            .clk_i      ( clk_i          ),
            .rst_ni     ( rst_ni         ),
            .a_i        ( array_a_i[i]   ),
            .b_i        ( b_reg[i-1][j]  ),
            .a_valid_i  ( feed_a_valid_i ),
            .b_valid_i  ( feed_b_valid_i ),
            .a_clr_i    ( a_clr_i        ),
            .b_clr_i    ( b_clr_i        ),
            .acc_clr_i  ( acc_clr_i      ),
            .a_reg_o    ( a_reg  [i][j]  ),
            .b_reg_o    ( b_reg  [i][j]  ),
            .acc_o      ( acc_out[i][j]  )
          );
        end else begin: inner_array
          mac_pe #(
            .DATA_WIDTH ( DATA_WIDTH     ),
            .RESET_VAL  ( RESET_VAL      )
          ) i_mac_pe (
            .clk_i      ( clk_i          ),
            .rst_ni     ( rst_ni         ),
            .a_i        ( a_reg[i][j-1]  ),
            .b_i        ( b_reg[i-1][j]  ),
            .a_valid_i  ( feed_a_valid_i ),
            .b_valid_i  ( feed_b_valid_i ),
            .a_clr_i    ( a_clr_i        ),
            .b_clr_i    ( b_clr_i        ),
            .acc_clr_i  ( acc_clr_i      ),
            .a_reg_o    ( a_reg  [i][j]  ),
            .b_reg_o    ( b_reg  [i][j]  ),
            .acc_o      ( acc_out[i][j]  )
          );
        end
      end
    end
  endgenerate
  always_comb begin
    for (int i = 0; i < M_ROWS; i++) begin
      for (int j = 0; j < N_COLS; j++) begin
        array_out_o[i * N_COLS + j] = acc_out[i][j];
      end
    end
  end
endmodule
module mac_pe #(
  parameter int unsigned DATA_WIDTH = 16,
  parameter int unsigned RESET_VAL  = 0
)(
  input  logic                     clk_i,
  input  logic                     rst_ni,
  input  logic [DATA_WIDTH-1:0]    a_i,
  input  logic [DATA_WIDTH-1:0]    b_i,
  input  logic                     a_valid_i,
  input  logic                     b_valid_i,
  input  logic                     a_clr_i,
  input  logic                     b_clr_i,
  output logic [DATA_WIDTH-1:0]    a_reg_o,
  output logic [DATA_WIDTH-1:0]    b_reg_o,
  input  logic                     acc_clr_i,
  output logic [DATA_WIDTH-1:0]    acc_o
);
  logic acc_valid;
  assign acc_valid = a_valid_i || b_valid_i;
  always_ff @(posedge clk_i or negedge rst_ni) begin
    if (!rst_ni) begin
      a_reg_o <= '0;
      b_reg_o <= '0;
    end else begin
      if (a_clr_i) begin
        a_reg_o <= '0;
      end else if (a_valid_i) begin
        a_reg_o <= a_i;
      end else begin
        a_reg_o <= a_reg_o;
      end
      if (b_clr_i) begin
        b_reg_o <= '0;
      end else if (b_valid_i) begin
        b_reg_o <= b_i;
      end else begin
        b_reg_o <= b_reg_o;
      end
    end
  end
  always_ff @(posedge clk_i or negedge rst_ni) begin
    if (!rst_ni) begin
      acc_o <= RESET_VAL;
    end else if (acc_clr_i) begin
      acc_o <= RESET_VAL;
    end else if (acc_valid) begin
      acc_o <= acc_o + (a_i * b_i);
    end else begin
      acc_o <= acc_o;
    end
  end
endmodule
module stream_out #(
  parameter int unsigned DATA_WIDTH = 16,
  parameter int unsigned RESET_VAL  = 0,
  parameter int unsigned TOTAL_ELEM = 10,
  parameter int unsigned IDX_WIDTH  = $clog2(TOTAL_ELEM)
)(
  input  logic                                  clk_i,
  input  logic                                  rst_ni,
  input  logic [TOTAL_ELEM-1:0][DATA_WIDTH-1:0] bus_data_i,
  input  logic                                  start_stream_i,
  input  logic                                  stream_clr_i,
  output logic                 [DATA_WIDTH-1:0] stream_data_o,
  output logic                                  stream_valid_o
);
  logic [IDX_WIDTH-1:0] index_reg;
  logic streaming_active;
  logic counter_done;
  assign counter_done = (index_reg == TOTAL_ELEM-1);
  always_ff @(posedge clk_i or negedge rst_ni) begin
    if (!rst_ni) begin
      streaming_active <= 1'b0;
    end else if (counter_done || stream_clr_i) begin
      streaming_active <= 1'b0;
    end else if (start_stream_i) begin
      streaming_active <= 1'b1;
    end else begin
      streaming_active <= streaming_active;
    end
  end
  always_ff @(posedge clk_i or negedge rst_ni) begin
    if (!rst_ni) begin
      index_reg <= {IDX_WIDTH{1'b0}};
    end else if (counter_done || stream_clr_i) begin
      index_reg <= {IDX_WIDTH{1'b0}};
    end else if (start_stream_i || streaming_active) begin
      index_reg <= index_reg + 1;
    end else begin
      index_reg <= index_reg;
    end
  end
  always_ff @(posedge clk_i or negedge rst_ni) begin
    if (!rst_ni) begin
      stream_data_o  <= {DATA_WIDTH{1'b0}};
      stream_valid_o <= 1'b0;
    end else if (stream_clr_i) begin
      stream_data_o  <= {DATA_WIDTH{1'b0}};
      stream_valid_o <= 1'b0;
    end else if (start_stream_i || streaming_active) begin
      stream_data_o  <= bus_data_i[index_reg];
      stream_valid_o <= 1;
    end else begin
      stream_data_o  <= stream_data_o;
      stream_valid_o <= 0;  
    end
  end
endmodule
module top_systolic_array #(
  parameter int unsigned DATA_WIDTH = 16,
  parameter int unsigned RESET_VAL  = 0,
  parameter int unsigned M_ROWS     = 4,
  parameter int unsigned N_COLS     = 4,
  parameter int unsigned TOTAL_ELEM = M_ROWS * N_COLS
)(
  input  logic clk_i,
  input  logic rst_ni,
  input  logic [M_ROWS-1:0][DATA_WIDTH-1:0] array_a_i,
  input  logic [N_COLS-1:0][DATA_WIDTH-1:0] array_b_i,
  input  logic feed_a_valid_i,
  input  logic feed_b_valid_i,
  input  logic a_clr_i,
  input  logic b_clr_i,
  input  logic acc_clr_i,
  input  logic start_stream_i,
  input  logic stream_clr_i,
  output logic stream_valid_o,
  output logic [DATA_WIDTH-1:0] stream_data_o
);
  logic [TOTAL_ELEM-1:0][DATA_WIDTH-1:0] bus_data;
  mac_array #(
    .DATA_WIDTH      ( DATA_WIDTH     ),
    .RESET_VAL       ( RESET_VAL      ),
    .M_ROWS          ( M_ROWS         ),
    .N_COLS          ( N_COLS         )
  ) i_mac_array (
    .clk_i           ( clk_i          ),
    .rst_ni          ( rst_ni         ),
    .array_a_i       ( array_a_i      ),
    .array_b_i       ( array_b_i      ),
    .feed_a_valid_i  ( feed_a_valid_i ),
    .feed_b_valid_i  ( feed_b_valid_i ),
    .a_clr_i         ( a_clr_i        ),
    .b_clr_i         ( b_clr_i        ),
    .acc_clr_i       ( acc_clr_i      ),
    .array_out_o     ( bus_data       )
  );
  stream_out #(
    .DATA_WIDTH      ( DATA_WIDTH     ),
    .RESET_VAL       ( RESET_VAL      ),
    .TOTAL_ELEM      ( TOTAL_ELEM     )
  ) i_stream_out (
    .clk_i           ( clk_i          ),
    .rst_ni          ( rst_ni         ),
    .bus_data_i      ( bus_data       ),
    .start_stream_i  ( start_stream_i ),
    .stream_clr_i    ( stream_clr_i   ),
    .stream_data_o   ( stream_data_o  ),
    .stream_valid_o  ( stream_valid_o )
  );
endmodule

===== ./run.sh =====
#!/bin/bash
# OpenROAD 26Q1-2900-gdf79404cd8, Yosys 0.63+post, stock flow scripts
make -C /OpenROAD-flow-scripts/flow DESIGN_CONFIG=/design/flow/config.mk WORK_HOME=/design/flow/orfs finish

===== ./config.mk =====
export PLATFORM = sky130hd
export DESIGN_NAME = top_systolic_array
export DESIGN_NICKNAME = top_systolic_array
export VERILOG_FILES = /design/flow/design.v
export SDC_FILE = /design/flow/constraint.sdc
export NUM_CORES = 4
export LEC_CHECK = 1
export CORE_UTILIZATION = 50

===== ./constraint.sdc =====
current_design top_systolic_array

set clk_period 11.8
set clk_io_pct 0.2

create_clock -name clk0 -period $clk_period [get_ports {clk_i}]

set non_clock_inputs [all_inputs -no_clocks]
set_input_delay [expr $clk_period * $clk_io_pct] -clock clk0 $non_clock_inputs
set_output_delay [expr $clk_period * $clk_io_pct] -clock clk0 [all_outputs]

==> Slide: Implementation Results <==
Implementation Results

Yosys
  • Seq/Total Area, Yosys: 0.169
  • Area leader, netlist: fa_1
  • Ys cells: 10800
  • Synth warn: 3
  • Chip area from the yosys synthesis statistics: 98200 um^2
  • Number of flip-flops and latches in the synthesized netlist: 662
  • Number of instances in the synthesized netlist: 10800
  • Share of flip-flops with an asynchronous set or reset after synthesis: 1.00
  • Post-synthesis average cell area: 9.12 um^2
  • Cell area leaders: fa_1 31%, dfrtp_1 17%, ha_1 11%
  • Number of distinct library cells after synthesis: between 50 and 60
  • EDFF count, synth: 0
  • Share of the synthesized area in the top cell type: 0.306
  • Post-synth top flop: dfrtp_1
  • Synthesized cell area: 98200 um^2

STA
  • Post-layout worst setup margin: 4.34 ns
  • Slew @ Worst Pin: 0.910 ns
  • Relative slew slack: 0.393
  • Final hold violation count: 0
  • Tmin final: 7.46 ns
  • Maximum operating frequency: between 0.1 and 0.15 GHz
  • Final max-slew violation count: 0
  • Final Cycle Share: 0.632
  • Clock Skews: 0.0312 ns
  • Unrepaired setup endpoints after global routing: no
  • Total negative setup slack: 0 ns
  • Number of setup violations in the final report: 0

Placement
  • Post-DP HPWL: 205 mm
  • Dpl cells: roughly 13000
  • Final estimated routing congestion in global placement: 0.958
  • Area after DPL: 102000 um^2
  • Port bufs: 153
  • Pre-CTS setup slack: 3.56 ns

Finish
  • Fraction of layout instances using a drive strength above 1: 0.0325
  • Most frequent logic cell in the layout: inv_1
  • Commonest non-fill, non-tap cells in the layout: 2566 x inv_1, 1536 x nand2_1, 1504 x fa_1
  • Area grow syn2layout: 6.58%
  • Non-filler cells, final: approximately 13000
  • Cell area after layout: around 100000 um^2

Run
  • Max-Cap Viols: 0
  • Total number of warnings across the stage logs: 28

GRT
  • Overall track demand over capacity in global routing: 0.298
  • Largest net degree at the start of global routing: roughly 150
  • Number of antenna violations at the first check in global routing: 6
  • Global route total overflow: 0
  • Wire length of the first global-routing pass: about 420 mm
  • Vias in the first global route: 72900

Route
  • Detailed-route wire length per cell: just under 20 um
  • Remaining number of nets flagged by the antenna check after routing: 0
  • First DRT Iteration DRCs: around 3400
  • Total iterations of the first detailed-routing run: 5
  • Detailed-route wire length: ~260 mm
  • Average via count per standard cell: roughly 5.1
  • Via total after detailed routing: 68300
  • Detailed-route DRC error count: 0

Pwr
  • Overall power consumption: ~10 mW
  • Largest vdd supply drop: 228 uV
  • Fraction of power consumed by the clock network: 0.268
  • Share of power burned in combinational logic: 0.454
  • Cell area power density: 100 nW/um^2
  • Psw: between 4 and 5 mW
  • Portion of total power attributed to sequential cells: 0.278
  • Leakage Power: 52.9 nW
  • Design internal power: ~6.3 mW
  • Switching power share of the total: 0.400

Floorplan
  • Row Count: 162
  • I/O pin count: 154
  • Height of the chip: 445 um
  • Core box area: roughly 200000 um^2
  • Init Core Util: 0.504
  • Die area: 198000 um^2
  • Horizontal die dimension: approximately 450 um

Clocking
  • CTS clk-pin slew, worst paths: approximately 0.06 ns
  • Total of cells resized after clock tree synthesis: 0
  • Maximum buffer depth of the clock tree: 3
  • Post-CTS Setup Bufs: 0
  • TritonCTS clock tree: done
  • Maximum level of the CTS H-tree: 3
  • Sink count of the clock tree: 662
  • Insertion delay of the later-clocked pin in the worst-skew pair: 0.73 ns
  • CTS Root Buffer Type: clkbuf_16
  • CTS Buf Count: ~86
  • Cts-stage hold buffer count: 0

Worst setup path
  • Cell type with the highest occurrence count on the critical path: fa_1
  • Series of cell instances along the critical path: clkdlybuf4s50_1 -> and2_1 -> fa_1 -> inv_1 -> fa_1 -> inv_1 -> fa_1 -> fa_1 -> fa_1 -> inv_1 -> fa_1 -> inv_1 -> ha_1 -> o21ai_0 -> nand2b_1 -> o31a_1 -> a31o_2 -> a21oi_1 -> xnor2_1 -> a22o_1
  • Cell with the largest stage delay on the worst path: clkdlybuf4s50_1
  • Crit Path Category: input port to flip-flop
  • Slowest stage delay, CP: 0.71 ns
  • Data arrival at the endpoint of the critical path: 8.06 ns
  • Required time at the worst-slack endpoint: around 12 ns
  • Buffer and inverter count on the worst path: 5
  • Kind of capture point of the worst setup path: flip-flop
  • Critical Path Source Type: input port
  • Delay-heaviest family, CP: adder cells
  • Max FO, Critical Path: 10

Outcome
  • Result of the run: complete, no violations

Worst hold path
  • Path category of the worst min-delay check: flip-flop to flip-flop
-- final timing paths --
check	startpoint	to	slack (ns)	cells after the start
setup / recovery	array_a_i[55]	flip-flop	4.34	20
hold / removal	flip-flop	flip-flop	0.50	2
setup reg to reg	flip-flop	flip-flop	5.90	18
hold reg to reg	flip-flop	flip-flop	0.50	2
max in group asynchronous	rst_ni	async pin	7.56	4
min in group asynchronous	rst_ni	async pin	1.64	1
-- cells in the mapped netlist, drive strengths merged, types with 20 or more instances --
cell type	count
o21bai	28
dfrtp	662
o21a	21
nand2b	44
xor2	132
a22o	126
a211oi	25
ha	833
buf	91
nor3	20
o31ai	74
o21ai	156
nand2	1536
xnor2	487
mux4	80
and2	864
a21oi	106
a21o	54
fa	1504
nor2	437
inv	2567
mux2i	384
clkbuf	412
-- through the flow --
stage / hold WS, ns / util
finish: 0.500 / 0.537
global route: 0.540 / 0.537
CTS: 0.505 / 0.537
detailed placement: 0.494 / 0.522
global placement: 0.486 / 0.522
floorplan: 0.442 / -
-- power by group through the flow --
stage                 combinational (mW)  sequential, mW  clock (mW)
after CTS                           4.82            2.93        2.88
after global routing                5.47            2.94        2.96
final                               4.77            2.92        2.82
-- per-layer routing --
| layer | up-vias | global-route usage | wire length (um) |
|---|---|---|---|
| met1 | 34300 | 0.422 | 104000 |
| met2 | 1878 | 0.460 | 125000 |
| met5 | - | 0.00293 | 80 |
| li1 | 31800 | - | - |
| met3 | 375 | 0.0879 | 20400 |
| met4 | 2 | 0.102 | 12200 |
-- final cells by class --
class / count / area (um^2)
fillers: 17400 / 90300
multi-input cells: 7044 / 70100
flip-flops and latches: 662 / 16600
inverters: 2567 / 9640
well taps: 2624 / 3280
clock buffers: 111 / 2440
repair buffers: 232 / 2150
clock inverters: 45 / 532
diodes: 5 / 12.5
-- worst min-delay path, cell delays in order (launching register included) --
cell	delay, ns
dfrtp_1	0.35
nand2_1	0.05
o21ai_0	0.06
-- kinds of logic (layout without fill, tap and decap cells) --
logic type      after synthesis  in the layout  synth area share
compound gates              672            672            0.0477
xor+xnor                    635            635            0.0589
fa+ha+maj                  2337           2337             0.413
buf+inv                    3070           2955             0.118
flops                       662            662             0.169
mux                         464            464            0.0575
other cells                   0              5                 0
simple gates               2936           2936             0.137
Power and IR drop assume default switching activity.
