==> ./design.v <==
module mem_unit #(
  parameter int unsigned NUM_WORDS            = 256,
  parameter int unsigned DATA_WIDTH           = 32,
  parameter int unsigned BYTE_WIDTH           = 8,
  parameter int unsigned LATENCY              = 1,
  parameter int unsigned ADDR_WIDTH           = $clog2(NUM_WORDS),
  parameter int unsigned ADDR_BYTE_WIDTH      = $clog2(DATA_WIDTH / BYTE_WIDTH)
)(
  input  logic                       clk_i,
  input  logic                       rst_ni,
  input  logic                       req_i,
  input  logic                       w_en_i,
  input  logic [     ADDR_WIDTH-1:0] addr_i,
  input  logic [     DATA_WIDTH-1:0] w_data_i,
  input  logic [ADDR_BYTE_WIDTH-1:0] b_en_i,
  output logic [     DATA_WIDTH-1:0] r_data_o
);
  logic [DATA_WIDTH-1:0] mem [NUM_WORDS-1:0];
  always_ff @(posedge clk_i or negedge rst_ni) begin
    if (!rst_ni) begin
      for (int i = 0; i < NUM_WORDS; i++) begin
        mem[i] <= {DATA_WIDTH{1'b0}};
      end
    end else if (req_i) begin
      if (w_en_i) begin
        for (int i = 0; i < BYTE_WIDTH; i++) begin
          if (b_en_i[i]) begin
            mem[addr_i][(i*8)+:8] <= w_data_i[(i*8)+:8];
          end
        end
      end
    end
  end
  if(LATENCY > 0) begin
    logic [DATA_WIDTH-1:0] r_data_reg;
    always_ff @(posedge clk_i or negedge rst_ni) begin
      if (!rst_ni) begin
        r_data_reg <= {DATA_WIDTH{1'b0}};
      end else if (req_i) begin
        r_data_reg <= mem[addr_i];
      end
    end
    assign r_data_o = r_data_reg;
  end else begin
    assign r_data_o = mem[addr_i];
  end 
endmodule
==> ./run.sh <==
#!/bin/bash
# OpenROAD 26Q1-2900-gdf79404cd8, Yosys 0.63+post, stock flow scripts
make -C /OpenROAD-flow-scripts/flow DESIGN_CONFIG=/design/flow/config.mk WORK_HOME=/design/flow/orfs finish
==> ./config.mk <==
export PLATFORM = sky130hd
export DESIGN_NAME = mem_unit
export DESIGN_NICKNAME = mem_unit
export VERILOG_FILES = /design/flow/design.v
export SDC_FILE = /design/flow/constraint.sdc
export NUM_CORES = 4
export LEC_CHECK = 1
export CORE_UTILIZATION = 40
==> ./constraint.sdc <==
current_design mem_unit

set clk_period 3.2
set clk_io_pct 0.2

create_clock -name clk0 -period $clk_period [get_ports {clk_i}]

set non_clock_inputs [all_inputs -no_clocks]
set_input_delay [expr $clk_period * $clk_io_pct] -clock clk0 $non_clock_inputs
set_output_delay [expr $clk_period * $clk_io_pct] -clock clk0 [all_outputs]
==> summary.txt <==
Numbers from the implementation run.

The HPWL after detailed placement is 1,080,000 um. The worst reg2reg path startpoint is mem[136][4]. The region available for standard cell placement spans 0.450 mm^2. Endpoints with negative setup slack in the final report add up to 13. Setup total negative slack on the finished layout was measured at -1.71 ns.

The top fanout value on the critical path is 8. The tally of OpenROAD warnings is 63. TritonCTS built the clock tree. The maximum vdd ir drop is 530 uV. Internal power comes to 85.8 mW. The transition time at the pin with the least slew margin is 1.28 ns. The first global-routing pass estimated 1,760,000 um of wire. The layout stage reports a final design area of 0.244 mm^2. The type recorded for the worst min-delay path is input port to register. Per the layout area report, the combinational gate area comes to 0.0763 mm^2. The cell with the most instances on the worst path is buf_12. The share of the synthesized area in the top cell type is 56.7%. The OpenROAD report gives the critical path a required time of 4.21 ns. In the floorplan report the effective utilization is 40.3%. Global routing finished with a remaining overflow of 0. The relative contribution of sequential cells to total power is 46.2%. The number of vias per cell is 7.08.

The count of buffers added on input and output ports is 45. Synthesis produced 13,400 cells. The final reports fail on hold timing, setup timing. The post-synth count of flops with an enable pin is 0. The number of warnings printed during yosys synthesis is 2,060. Per the OpenROAD power report, leakage power amounts to 117 nW.

For reference, the final report shows the max-slew violation count at 0. The area added between synthesis and finish is 34.4%. The placer's final routability congestion estimate is 1.17. The number of antenna violations at the first check in global routing was 220.

The root buffer cell chosen for the clock tree is clkbuf_16. The number of cells in Yosys stat is 13,400. The DRC violations left is 0. Of all flip-flops after synthesis, the portion carrying an async set or reset was 100%.

The part of the power in the clock network is 48.0%. Yosys mapped the design onto 64 distinct sky130hd cell types. Synthesis inferred 4,112 register bits. The overall power is 116 mW.

The period utilization is 113%. Logged for this run, the post-placement worst setup slack is -2.28 ns. The arrival time of the worst setup path is 4.63 ns. Row generation in the floorplan step produced 246 rows. The fraction of final layout cells with drive strength greater than 1 is 54.5%. The H-tree depth reported by CTS is 5. 78 I/O pins were placed. Global routing consumed, over all layers together, 64.5% of the routing resources. The cell area that synthesis handed to floorplanning was 0.181 mm^2. The count of nets left with antenna violations once routing finished came out at 0. The switching component of the power was reported as 29.8 mW.

The launch instance of the worst min-delay path is w_data_i[8]. The combinational cell fraction of total power is 5.8%. The fraction of power spent switching nets is 25.8%. The most frequently placed logic cell in the final layout is dfrtp_1. For this design the ratio of total power to cell area is 474 mW/mm^2. The number of global-route vias before repair is 154,874.

Setup repair after global routing could not meet its margin everywhere. The average instance in the mapped netlist occupies 13.5 um^2. In the final layout, the fill cell count is 36,886.

The final layout contains routed wiring with a total length of 1,400,000 um. The number of buffers inserted during clock tree synthesis is 463. In this run the maximum-capacitance check reported violations numbering 0. The clock insertion delay at the later pin of the skew report is 1.16 ns. According to the floorplan report, the die width is 675 um. The number of flip-flops in the largest register is 4,096. The synthesis report lists the most area-consuming cells as dfrtp_1 57%, mux2_2 25%, a22oi_1 6.7%. The cell type contributing the most total cell area after synthesis is dfrtp_1.

After layout, the worst setup slack is -0.421 ns. Yosys reports a chip area of 0.181 mm^2. The count of vias placed by the detailed router is 163,933. The number of clock sinks came to 4,112. The number of hold violations in the final report is 1. The first detailed-routing pass took 10 iterations. In this build the clock could be raised as far as 0.276 GHz.

The most common logic cells in the final layout are 4,112 x dfrtp_1, 4,096 x mux2_2, 2,634 x buf_4. The worst setup path is of the input port to register kind. The prevailing post-synth register cell is dfrtp_1. Traced cell by cell, the critical path runs through buf_12, buf_12, buf_12, buf_8, nand4bb_4, buf_12, buf_12, nor2_4, clkbuf_16, a22oi_2, buf_6, nand4_1, nor4_4, buf_4, nand4_1, buf_4, nor2_4, a21oi_2.

STA classifies the critical path endpoint as a register. The chip area is 0.456 mm^2. The detail-routed net length per standard cell is 60.5 um.

The vertical die dimension reported for this design is 675 um. The number of violations reported at the end of detailed-routing iteration 0 is 19,338. The number of buffers between clock root and the deepest sink is 4.

The critical path startpoint is addr_i[4]. The worst-case clock skew is 0.0570 ns. The largest net degree at the start of global routing is 111. The slowest cell on the critical path is nand4_1.

The slew check shows that the tightest pin keeps a relative margin of 14.4%. The part of the Yosys area used for sequential elements is 56.7%. The final timing report derives a shortest allowable period of 3.62 ns.

Across the whole layout, storage elements account for 0.103 mm^2. The registers of the reported paths see a clock transition of 0.06 ns. The run finished, with violations left.

The instance area at placement is 0.225 mm^2. On the worst path, the slowest cell contributes a delay of 0.72 ns. The startpoint type of the worst setup path is an input port. Hold timing on the final database bottoms out at a slack of -0.00146 ns.
## routing by layer
| layer | global-route usage [%] | wire length [um] | up-vias |
|---|---|---|---|
| li1 | - | - | 57501 |
| met3 | 45.8 | 229000 | 6641 |
| met1 | 64.1 | 412000 | 84098 |
| met4 | 70.7 | 213000 | 131 |
| met5 | 11.7 | 4390 | - |
| met2 | 81.3 | 544000 | 15562 |
## cell type report
type	count	share of cell area, %
clock buffers	688	5.59
diodes	303	0.311
repair buffers	3724	16.8
well taps	5952	3.06
clock inverters	140	0.714
flip-flops and latches	4112	42.2
multi-input cells	8251	31.3
## timing repair
action / in CTS / in global routing
endpoints found under the hold margin: 36 / 0
gates cloned: 1 / 7
hold buffers: 1 / 0
pin swaps: 14 / 67
setup buffers: 7 / 140
gates resized: 96 / 202
endpoints found under the setup margin: 16 / 16
## Yosys cell counts, types with 8 or more instances
cell and n:
dfrtp_1 4112, buf_1 90, o22ai_1 188, nor4_1 114
buf_4 54, nor2_2 30, mux2_2 4096, a222oi_1 55
o21ai_0 26, nor2_1 306, a2111oi_0 17, nand4_1 148
nand4bb_1 12, o211ai_1 31, buf_2 269, a22oi_1 1615
or4_1 21, nor3_2 217, and3_1 49, clkbuf_1 628
nor3_1 89, nand2_1 584, a21oi_1 158, a22o_1 165
a32oi_1 14, o22a_1 9, nor3_4 25, a221oi_1 81
buf_6 11, nand3_1 82, o2111ai_1 8
## power by group through the flow
stage	clock network [mW]	registers, mW	logic (mW)
after CTS	55.2	53.3	6.18
after global routing	57.2	53.4	6.62
final	55.5	53.4	6.65
## path summary, 6_finish.rpt
check,end,slack [ns],cells past startpoint
max,genblk1.r_data_reg[4],-0.42,18
min,mem[93][8],-0.001,2
max reg2reg,genblk1.r_data_reg[4],-0.30,11
min reg2reg,mem[158][13],0.50,1
max in group asynchronous,mem[42][5],1.34,4
min in group asynchronous,mem[38][10],0.04,2
## logic make-up after synthesis
kind of cell | synth area share (%)
flops | 56.7
mux | 25.4
other cells | 0.00207
buf+inv | 2.52
simple gates | 5.50
compound gates | 9.80
## through the flow
stage | util [%] | hold WS (ns) | cells
2_1_floorplan | - | 0.344 | 13415
3_3_place_gp | 50.0 | 0.480 | 21891
3_5_place_dp | 50.0 | 0.485 | 21894
4_1_cts | 53.5 | 0.0484 | 22731
5_1_grt | 54.0 | 0.0702 | 22963
6_report | 54.2 | -0.00146 | 23170
## critical path, delay by kind of cell
family	cells	cell delay, ns
AND-OR/OR-AND	2	0.24
buffers and inverters	10	1.76
AND/OR/NAND/NOR	6	1.89
Power and IR drop assume default switching activity.
